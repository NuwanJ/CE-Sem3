$ cat flow/run.sh
#!/bin/bash
# OpenROAD 26Q1-2900-gdf79404cd8, Yosys 0.63+post, stock flow scripts
make -C /OpenROAD-flow-scripts/flow DESIGN_CONFIG=/design/flow/config.mk WORK_HOME=/design/flow/orfs finish
$ cat flow/config.mk
export PLATFORM = sky130hd
export DESIGN_NAME = ALU2
export DESIGN_NICKNAME = ALU2
export VERILOG_FILES = /design/flow/design.v
export SDC_FILE = /design/flow/constraint.sdc
export NUM_CORES = 4
export LEC_CHECK = 1
export CORE_AREA = 10 10 80 80
export DIE_AREA = 0 0 90 90
$ cat flow/constraint.sdc
current_design ALU2

set clk_period 4.1
set clk_io_pct 0.2

create_clock -name clk0 -period $clk_period

set non_clock_inputs [all_inputs -no_clocks]
set_input_delay [expr $clk_period * $clk_io_pct] -clock clk0 $non_clock_inputs
set_output_delay [expr $clk_period * $clk_io_pct] -clock clk0 [all_outputs]
$ cat flow/design.v
module ALU2(S, A, B, L,M,N);
   input [3:0] A,B;      
   input L, M, N;      
   output [3:0] S;       
	wire [3:0] inA, inB, afterEnA, afterEnB;
	wire [3:0] AandB, AorB, AplusB, AxB, AxorB;
	wire EnA, EnB, ABar, BBar, P, Q, R, cIn,  cOut;
	moduleEnA myEnA(EnA, L, M, N);
	moduleEnB myEnB(EnB, L, M, N);
	moduleABar myABar(ABar, L, M, N);
	moduleBBar myBBar(BBar, L, M, N);
	moduleCin myCin(cIn, L, M, N);
	busAND myAND1(afterEnA, A, EnA);
	busAND myAND2(afterEnB, B, EnB);
	busXOR myXOR1(inA, afterEnA, ABar);
	busXOR myXOR2(inB, afterEnB, BBar);
	fourBitFullAdder myFullAdder(AplusB,cOut, inA,inB,cIn);
	bitwiseAndAB  myAndAB(AandB, A,B);
	bitwiseOrAB myOrAB(AorB, A,B);
	AmultiplyB myAxB(AxB, A,B);
	bitwiseXOR myAxorB(AxorB, A, B);
	modulePQRfromLMN myController(P,Q,R, L,M,N);
	outputSelector myOutput(S, P,Q,R, AplusB, AandB, AorB, AxB, AxorB);
endmodule
module bitwiseAndAB(R, A, B);
    input [3:0] A, B;
    output [3:0] R;
    and myAND0(R[0], A[0], B[0]);
    and myAND1(R[1], A[1], B[1]);
    and myAND2(R[2], A[2], B[2]);
    and myAND3(R[3], A[3], B[3]);
endmodule
module bitwiseOrAB(R, A, B);
    input [3:0] A, B;
    output [3:0] R;
    or (R[0], A[0], B[0]);
    or (R[1], A[1], B[1]);
    or (R[2], A[2], B[2]);
    or (R[3], A[3], B[3]);
endmodule
module AmultiplyB(R, A,B);
	input [3:0] A,B;
	output [3:0] R; 
	wire [3:0] X0, X1, X2, X3, Y1, Y2, Y3, S1, S2, S3;
	wire p0, p1, p2, p3, p4, p5, p6, p7, cOut1, cOut2, cOut3;
	busAND myA0(X0, A , B[0]);
	busAND myA1(Y1, A, B[1]);
	fourBitFullAdder fA0(S1,cOut1, X1,Y1,1'b0);
	assign p0 = X0[0];
	assign X1[0] = X0[1];
	assign X1[1] = X0[2];
	assign X1[2] = X0[3];
	assign X1[3] = 1'b0;
	busAND myA2(Y2, A, B[2]);
	fourBitFullAdder fA1(S2,cOut2, X2,Y2,1'b0);
	assign p1 = S1[0];
	assign X2[0] = S1[1];
	assign X2[1] = S1[2];
	assign X2[2] = S1[3];
	assign X2[3] = cOut1;
	busAND myA3(Y3, A, B[3]);
	fourBitFullAdder fA2(S3,cOut3, X3,Y3,1'b0);
	assign p2 = S2[0];
	assign X3[0] = S2[1];
	assign X3[1] = S2[2];
	assign X3[2] = S2[3];
	assign X3[3] = cOut2;
	assign p3 = S3[0];
	assign p4 = S3[1];
	assign p5 = S3[2];
	assign p6 = S3[3];
	assign p7 = cOut3;
	assign R[0] = p0;
	assign R[1] = p1;
	assign R[2] = p2;
	assign R[3] = p3;
	endmodule
module bitwiseXOR(AxorB, A, B);
	input [3:0] A, B;
	output [3:0] AxorB;
	xor (AxorB[0], A[0], B[0]);
	xor (AxorB[1], A[1], B[1]);
	xor (AxorB[2], A[2], B[2]);
	xor (AxorB[3], A[3], B[3]);
endmodule
module moduleEnA(enA, L,M,N);
	input L, M, N;
	output enA;
	wire notL, notM, notN, out1;
	not b1 (notL, L);
	not b2 (notM, M);
	and b4 (out1, notL, notM, N);
	not b5 (enA, out1);
endmodule 
module moduleEnB(enB, L,M,N);
	input L, M, N;
	output enB;
	wire notL, notM, notN, out2;
	not c1 (notL, L);
	not c2 (notM, M);
	not c3 (notN, N);
	and c4 (out2, notL, notM, notN);
	not c5 (enB, out2);
endmodule 
module moduleABar(ABar, L,M,N);
	input L, M, N;
	output ABar;
	wire notL, notM, notN;
	not c1 (notL, L);
	not c2 (notM, M);
	not c3 (notN, N);
	and c4 (ABar, notL, notM, notN);
endmodule 
module moduleBBar(BBar, L,M,N);
	input L, M, N;
	output BBar;
	wire notL, notN, out2;
	not c1 (notL, L);
	not c3 (notN, N);
	and c4 (out2, notL, notN);
	not c5 (BBar, out2);
endmodule 
module moduleCin(cIn, L,M,N);
	input L,M,N;
	output cIn;
	wire notL, notN, out2;
	not f1(notL, L);
	not f2(notN, N);
	and f3(out2, notL, M, notN);
	not f4(cIn, out2);
endmodule 
module modulePQRfromLMN(P,Q,R, L,M,N);
	input L,M, N;
	output P, Q, R;
	wire xorMN, notN; 
	xor d1 (xorMN, M,N);
	not d2 (notN, N);
	and d3 (P, L,xorMN);
	and d4 (Q, L, notN);
	and d5 (R, L,M,N);
endmodule
module outputSelector(S, P,Q,R, AplusB, AandB, AorB, AxB, AxorB);
	input [3:0] AplusB, AandB, AorB, AxB, AxorB;
	input P,Q,R;
	output [3:0] S;
	oneBitOutputSelector f11(S[0], P,Q,R, AplusB[0], AandB[0], AorB[0], AxB[0], AxorB[0]);
	oneBitOutputSelector f12(S[1], P,Q,R, AplusB[1], AandB[1], AorB[1], AxB[1], AxorB[1]);
	oneBitOutputSelector f13(S[2], P,Q,R, AplusB[2], AandB[2], AorB[2], AxB[2], AxorB[2]);
	oneBitOutputSelector f14(S[3], P,Q,R, AplusB[3], AandB[3], AorB[3], AxB[3], AxorB[3]);
endmodule
module oneBitOutputSelector(S, P,Q,R, AplusB, AandB, AorB, AxB, AxorB);
	input AplusB, AandB, AorB, AxB, AxorB;
	input P,Q,R;
	output S;
	wire pBar, qBar, rBar;
	wire AplusB_out, AandB_out, AorB_out, AxB_out, AxorB_out;
	not f21(pBar, P);
	not f22(qBar, Q);
	not f23(rBar, R);
	and f24(AplusB_out, AplusB, pBar, qBar, rBar);
	and f25(AandB_out, AandB, pBar, Q, rBar);
	and f26(AorB_out, AorB, P, qBar, rBar);
	and f27(AxB_out, AxB, P, Q, rBar);
	and f28(AxorB_out, AxorB, R);
	or f29(S, AplusB_out, AandB_out, AorB_out, AxB_out, AxorB_out);
endmodule
module fourBitFullAdder(AplusB,cOut, inA,inB,cIn);
	input [3:0] inA, inB;
	input cIn;	
	output [3:0] AplusB;	
	output cOut;
	wire w1, w2, w3;
	fullAdder add1(inA[0], inB[0], cIn, w1, AplusB[0]);
	fullAdder add2(inA[1], inB[1], w1, w2, AplusB[1]);
	fullAdder add3(inA[2], inB[2], w2, w3, AplusB[2]);
	fullAdder add4(inA[3], inB[3], w3, cOut, AplusB[3]);
endmodule
module fullAdder(A, B, cIn, cOut, S);
	input A,B, cIn;
	output cOut, S;
	wire x,y,z, p;
	halfAdder add1(A,B, x, y);
	halfAdder add2(y, cIn, z, S);
	or u1(cOut, x, z);
endmodule
module halfAdder(A, B, cOut, S);
	input A,B;
	output cOut, S;
	and u1(cOut, A,B);
	xor u2(S, A,B);
endmodule
module busAND(Y, X, En);
   input [3:0] X;
   input En;
   output [3:0] Y;
	and f31(Y[0], X[0], En);
	and f32(Y[1], X[1], En);
	and f33(Y[2], X[2], En);
	and f34(Y[3], X[3], En);
endmodule
module busXOR(Y, X, En);
	input [3:0] X;
   input En;
   output [3:0] Y;
	xor f41(Y[0], X[0], En);
	xor f42(Y[1], X[1], En);
	xor f43(Y[2], X[2], En);
	xor f44(Y[3], X[3], En);
endmodule
==> results.yml <==
# flow metrics
outcome:
  outcome: "complete, no violations"
layout:
  seq_area_sq_um: 0
  instances_no_fill: 180
  design.seq.count: 0
  drive_gt1_share_pct: 49.56
  clkbuf_count: 0
  areaGrowthSynthToFinish_pct: 63.53
  lay_top_cells: "buf_4, nor2_1, nand2_1"
  final_cell_area_sq_um: 1021
  lay_top_count: "buf_4"
logic_synthesis:
  synth_cell_type_count: 18
  synthAdderAreaFrac_pct: 32.87
  ys_sh_aoi_pct: 11.22
  yosysChipArea_sq_um: 624.3
  netlist_area_sq_um: 624.3
  ys_cells: 84
  ys_seq_share_pct: 0
  ys_sh_simple_pct: 17.64
  logic_family: "adder cells"
  ys.warnings.count: 0
  ys_sh_mux_pct: 13.23
  postSynthAreaPerCell_sq_um: 7.433
  synthCells: 84
  ys_sh_xor_pct: 10.62
critical_path:
  slowest_delay_ps: 480
  startpoint_type: "input pin"
  path_delay_family: "adder cells"
  crit_top_cell: "ha_2"
  endpoint_kind: "primary output"
  crit_fanout: 3
  crit_buf_inv: 3
  worstPathRequired_ps: 3280
  cp.arrival_ps: 3160
  critPathKind: "input pin to primary output"
  crit_path_top_delay_cell: "fa_1"
  crit_chain: "clkbuf_2, inv_2, nor2_2, ha_2, fa_1, ha_2, xnor2_2, xnor3_1, mux4_2, mux2_4, dlygate4sd2_1"
floorplan:
  fp_util_pct: 13.22
  num_io_pins: 15
  num_rows: 25
  core_sq_um: 4723
  dieArea_sq_um: 8100
  chipHeight_microns: 90
  die_w_microns: 90
power:
  p_int_mw: 0.06866
  pwr-share-seq_pct: 0
  switching_power_mw: 0.04774
  ir_drop_uv: 35.07
  switching_share_pct: 41.01
  comb_power_share_pct: 100.0
  p_clk_share_pct: 0
  power_density_nw_per_um2: 114.0
  power_leakage_nw: 0.4702
final_timing:
  fmax_mhz: 251.4
  drv_slew: 0
  slew_headroom_pct: 80.04
  finalHoldViolations: 0
  max_slew.worst_pin.slew_ps: 296.3
  finalClockPeriodUsage_pct: 97.03
  fin_crit_ps: 3978
  rsz0062_at_grt: "false"
  setup_viol: 0
global_routing:
  grt.total_usage_pct: 4.298
  grt_max_degree: 11
  grt_antenna_before_repair: 0
  grt_overflow_total: 0
  first_global_vias: 605
  grt_pass1_wl_microns: 2987
drt:
  wirelength_microns: 1726
  first_pass_iters: 4
  antenna_left: 0
  drc: 0
  antenna_cells: 0
  drt_iter0_drc: 27
  num_vias: 623
  viasPerCell: 3.461
  wl_per_cell_microns: 9.589
job:
  drv_cap: 0
  tool_warnings: 37
place:
  dpl.cell_count: 176
  gp_congestion: 0.8268
  hpwl_microns: 1483
  dpl_cell_area_sq_um: 944.7
  numPortBuffers: 15
clock_tree:
  hold_buffers: 0
worst_hold_path:
  hold_class: "input pin to primary output"
[layer usage]
metal,part of all wire [%],global-route usage [%],vias up
met1,50,6.450,285
li1,-,-,327
met3,2.3,0.3353,0
met4,0,0,0
met5,0,0,-
met2,47,6.961,11
[through the flow]
stage / hold WS [ps] / util, % / setup TNS [ps] / setup WS [ps] / total power [mW]
after floorplan: 1990 / - / 0 / 127.4 / 0.06261
after global placement: 2792 / 20.00 / -1427 / -669.9 / 0.1053
after detailed placement: 2797 / 20.00 / -1462 / -697.0 / 0.1061
after CTS: 2423 / 21.25 / -128.1 / -128.1 / 0.1112
after global routing: 2328 / 21.62 / 0 / 1.395 / 0.1318
final: 2267 / 21.62 / 0 / 121.6 / 0.1164
[area by class of cell]
cell class,instances,area [sq um]
Inverter,13,48.80
Timing Repair Buffer,36,279.0
Multi-Input combinational cell,64,609.3
Fill cell,515,3702
Tap cell,67,83.83
[synthesized netlist by cell type]
cell type	n	area [sq um]
xnor3_1	1	22.52
a21oi_1	3	15.01
mux2_4	1	15.01
ha_1	10	125.1
or3_1	1	6.260
nor2_1	13	48.80
buf_4	4	30.03
clkbuf_1	3	11.26
xnor2_1	5	43.79
fa_1	4	80.08
or2_2	1	6.260
o211ai_1	2	15.01
nand3_1	1	5.000
mux4_2	3	67.56
inv_1	13	48.80
nand2b_1	1	6.260
o21ai_0	8	40.04
nand2_1	10	37.54
[power by group through the flow]
stage	clock network (mW)	registers, mW	logic (mW)
CTS	0	0	0.111
global route	0	0	0.132
finish	0	0	0.116
[worst paths after layout]
path | startpoint | to | slack (ps) | cells after the start
max | A[0] | S[3] | 120 | 11
min | L | S[2] | 2270 | 5
[cell families (layout without fill, tap and decap cells)]
family / after synthesis / in the layout
AND-OR/OR-AND: 13 / 13
XOR/XNOR: 6 / 6
adder cells (fa/ha/maj): 14 / 14
buffers and inverters: 20 / 49
multiplexers: 4 / 4
AND/OR/NAND/NOR: 27 / 27
[repair_timing]
| item | in CTS | in global routing |
|---|---|---|
| pin swaps | 8 | 11 |
| hold endpoints to repair | 0 | 0 |
| resized | 30 | 27 |
| cloned | 0 | 0 |
| buffers inserted | 3 | 1 |
| endpoints found under the setup margin | 3 | 2 |
Power figures rest on the tool's default switching activity, not on a simulated workload.
